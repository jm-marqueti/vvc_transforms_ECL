### flow/design.v
module transpose_buffer_8x8 (
	clock, 
	reset,
	enable_read,
	enable_write,
	direction,
	in_0,
	in_1,
	in_2,
	in_3,
	in_4,
	in_5,
	in_6,
	in_7,
	out_0,
	out_1,
	out_2,
	out_3,
	out_4,
	out_5,
	out_6,
	out_7
);
parameter DATA_WIDTH = 18;
input clock, reset, enable_read, enable_write, direction;
input signed [DATA_WIDTH-1:0] in_0, in_1, in_2, in_3, in_4, in_5, in_6, in_7;
output signed [DATA_WIDTH-1:0] out_0, out_1, out_2, out_3, out_4, out_5, out_6, out_7;
wire signed [DATA_WIDTH-1:0] out_of_0_0, out_of_0_1, out_of_0_2, out_of_0_3, out_of_0_4, out_of_0_5, out_of_0_6, out_of_0_7, out_of_1_0, out_of_1_1, out_of_1_2, out_of_1_3, out_of_1_4, out_of_1_5, out_of_1_6, out_of_1_7, out_of_2_0, out_of_2_1, out_of_2_2, out_of_2_3, out_of_2_4, out_of_2_5, out_of_2_6, out_of_2_7, out_of_3_0, out_of_3_1, out_of_3_2, out_of_3_3, out_of_3_4, out_of_3_5, out_of_3_6, out_of_3_7, out_of_4_0, out_of_4_1, out_of_4_2, out_of_4_3, out_of_4_4, out_of_4_5, out_of_4_6, out_of_4_7, out_of_5_0, out_of_5_1, out_of_5_2, out_of_5_3, out_of_5_4, out_of_5_5, out_of_5_6, out_of_5_7, out_of_6_0, out_of_6_1, out_of_6_2, out_of_6_3, out_of_6_4, out_of_6_5, out_of_6_6, out_of_6_7, out_of_7_0, out_of_7_1, out_of_7_2, out_of_7_3, out_of_7_4, out_of_7_5, out_of_7_6, out_of_7_7;
wire enable_row_0, enable_col_0, enable_elem_0;
assign enable_row_0 = (direction) ? enable_read | enable_write : enable_write;
assign enable_col_0 = (direction) ? enable_write : enable_read | enable_write;
assign enable_elem_0 = enable_write; 
reg [7:0] enable_write_buff;
always @(posedge clock) begin
	if (reset) begin
		enable_write_buff<=0;
	end
	else if (enable_write) begin
		enable_write_buff[1]<=enable_write; 
		enable_write_buff[2]<=enable_write_buff[1];
		enable_write_buff[3]<=enable_write_buff[2];
		enable_write_buff[4]<=enable_write_buff[3];
		enable_write_buff[5]<=enable_write_buff[4];
		enable_write_buff[6]<=enable_write_buff[5];
		enable_write_buff[7]<=enable_write_buff[6];
	end else begin
		if (enable_read) begin
			enable_write_buff<={8{1'b1}};
		end else begin
			enable_write_buff<=0;
		end
	end
end
transpose_buffer_cell #(DATA_WIDTH) tb_cell_0_0(clock, reset, enable_elem_0, direction, in_7, in_7, out_of_0_0);
transpose_buffer_cell #(DATA_WIDTH) tb_cell_0_1(clock, reset, enable_row_0, direction, in_6, out_of_0_0, out_of_0_1);
transpose_buffer_cell #(DATA_WIDTH) tb_cell_0_2(clock, reset, enable_row_0, direction, in_5, out_of_0_1, out_of_0_2);
transpose_buffer_cell #(DATA_WIDTH) tb_cell_0_3(clock, reset, enable_row_0, direction, in_4, out_of_0_2, out_of_0_3);
transpose_buffer_cell #(DATA_WIDTH) tb_cell_0_4(clock, reset, enable_row_0, direction, in_3, out_of_0_3, out_of_0_4);
transpose_buffer_cell #(DATA_WIDTH) tb_cell_0_5(clock, reset, enable_row_0, direction, in_2, out_of_0_4, out_of_0_5);
transpose_buffer_cell #(DATA_WIDTH) tb_cell_0_6(clock, reset, enable_row_0, direction, in_1, out_of_0_5, out_of_0_6);
transpose_buffer_cell #(DATA_WIDTH) tb_cell_0_7(clock, reset, enable_row_0, direction, in_0, out_of_0_6, out_of_0_7);
transpose_buffer_cell #(DATA_WIDTH) tb_cell_1_0(clock, reset, enable_col_0, direction, out_of_0_0, in_6, out_of_1_0);
transpose_buffer_cell #(DATA_WIDTH) tb_cell_1_1(clock, reset, enable_read | ( ( (direction) ? enable_write_buff[1]: enable_write_buff[1] ) & enable_write), direction, out_of_0_1, out_of_1_0, out_of_1_1);
transpose_buffer_cell #(DATA_WIDTH) tb_cell_1_2(clock, reset, enable_read | ( ( (direction) ? enable_write_buff[2]: enable_write_buff[1] ) & enable_write), direction, out_of_0_2, out_of_1_1, out_of_1_2);
transpose_buffer_cell #(DATA_WIDTH) tb_cell_1_3(clock, reset, enable_read | ( ( (direction) ? enable_write_buff[3]: enable_write_buff[1] ) & enable_write), direction, out_of_0_3, out_of_1_2, out_of_1_3);
transpose_buffer_cell #(DATA_WIDTH) tb_cell_1_4(clock, reset, enable_read | ( ( (direction) ? enable_write_buff[4]: enable_write_buff[1] ) & enable_write), direction, out_of_0_4, out_of_1_3, out_of_1_4);
transpose_buffer_cell #(DATA_WIDTH) tb_cell_1_5(clock, reset, enable_read | ( ( (direction) ? enable_write_buff[5]: enable_write_buff[1] ) & enable_write), direction, out_of_0_5, out_of_1_4, out_of_1_5);
transpose_buffer_cell #(DATA_WIDTH) tb_cell_1_6(clock, reset, enable_read | ( ( (direction) ? enable_write_buff[6]: enable_write_buff[1] ) & enable_write), direction, out_of_0_6, out_of_1_5, out_of_1_6);
transpose_buffer_cell #(DATA_WIDTH) tb_cell_1_7(clock, reset, enable_read | ( ( (direction) ? enable_write_buff[7]: enable_write_buff[1] ) & enable_write), direction, out_of_0_7, out_of_1_6, out_of_1_7);
transpose_buffer_cell #(DATA_WIDTH) tb_cell_2_0(clock, reset, enable_col_0, direction, out_of_1_0, in_5, out_of_2_0);
transpose_buffer_cell #(DATA_WIDTH) tb_cell_2_1(clock, reset, enable_read | ( ( (direction) ? enable_write_buff[1]: enable_write_buff[2] ) & enable_write), direction, out_of_1_1, out_of_2_0, out_of_2_1);
transpose_buffer_cell #(DATA_WIDTH) tb_cell_2_2(clock, reset, enable_read | ( ( (direction) ? enable_write_buff[2]: enable_write_buff[2] ) & enable_write), direction, out_of_1_2, out_of_2_1, out_of_2_2);
transpose_buffer_cell #(DATA_WIDTH) tb_cell_2_3(clock, reset, enable_read | ( ( (direction) ? enable_write_buff[3]: enable_write_buff[2] ) & enable_write), direction, out_of_1_3, out_of_2_2, out_of_2_3);
transpose_buffer_cell #(DATA_WIDTH) tb_cell_2_4(clock, reset, enable_read | ( ( (direction) ? enable_write_buff[4]: enable_write_buff[2] ) & enable_write), direction, out_of_1_4, out_of_2_3, out_of_2_4);
transpose_buffer_cell #(DATA_WIDTH) tb_cell_2_5(clock, reset, enable_read | ( ( (direction) ? enable_write_buff[5]: enable_write_buff[2] ) & enable_write), direction, out_of_1_5, out_of_2_4, out_of_2_5);
transpose_buffer_cell #(DATA_WIDTH) tb_cell_2_6(clock, reset, enable_read | ( ( (direction) ? enable_write_buff[6]: enable_write_buff[2] ) & enable_write), direction, out_of_1_6, out_of_2_5, out_of_2_6);
transpose_buffer_cell #(DATA_WIDTH) tb_cell_2_7(clock, reset, enable_read | ( ( (direction) ? enable_write_buff[7]: enable_write_buff[2] ) & enable_write), direction, out_of_1_7, out_of_2_6, out_of_2_7);
transpose_buffer_cell #(DATA_WIDTH) tb_cell_3_0(clock, reset, enable_col_0, direction, out_of_2_0, in_4, out_of_3_0);
transpose_buffer_cell #(DATA_WIDTH) tb_cell_3_1(clock, reset, enable_read | ( ( (direction) ? enable_write_buff[1]: enable_write_buff[3] ) & enable_write), direction, out_of_2_1, out_of_3_0, out_of_3_1);
transpose_buffer_cell #(DATA_WIDTH) tb_cell_3_2(clock, reset, enable_read | ( ( (direction) ? enable_write_buff[2]: enable_write_buff[3] ) & enable_write), direction, out_of_2_2, out_of_3_1, out_of_3_2);
transpose_buffer_cell #(DATA_WIDTH) tb_cell_3_3(clock, reset, enable_read | ( ( (direction) ? enable_write_buff[3]: enable_write_buff[3] ) & enable_write), direction, out_of_2_3, out_of_3_2, out_of_3_3);
transpose_buffer_cell #(DATA_WIDTH) tb_cell_3_4(clock, reset, enable_read | ( ( (direction) ? enable_write_buff[4]: enable_write_buff[3] ) & enable_write), direction, out_of_2_4, out_of_3_3, out_of_3_4);
transpose_buffer_cell #(DATA_WIDTH) tb_cell_3_5(clock, reset, enable_read | ( ( (direction) ? enable_write_buff[5]: enable_write_buff[3] ) & enable_write), direction, out_of_2_5, out_of_3_4, out_of_3_5);
transpose_buffer_cell #(DATA_WIDTH) tb_cell_3_6(clock, reset, enable_read | ( ( (direction) ? enable_write_buff[6]: enable_write_buff[3] ) & enable_write), direction, out_of_2_6, out_of_3_5, out_of_3_6);
transpose_buffer_cell #(DATA_WIDTH) tb_cell_3_7(clock, reset, enable_read | ( ( (direction) ? enable_write_buff[7]: enable_write_buff[3] ) & enable_write), direction, out_of_2_7, out_of_3_6, out_of_3_7);
transpose_buffer_cell #(DATA_WIDTH) tb_cell_4_0(clock, reset, enable_col_0, direction, out_of_3_0, in_3, out_of_4_0);
transpose_buffer_cell #(DATA_WIDTH) tb_cell_4_1(clock, reset, enable_read | ( ( (direction) ? enable_write_buff[1]: enable_write_buff[4] ) & enable_write), direction, out_of_3_1, out_of_4_0, out_of_4_1);
transpose_buffer_cell #(DATA_WIDTH) tb_cell_4_2(clock, reset, enable_read | ( ( (direction) ? enable_write_buff[2]: enable_write_buff[4] ) & enable_write), direction, out_of_3_2, out_of_4_1, out_of_4_2);
transpose_buffer_cell #(DATA_WIDTH) tb_cell_4_3(clock, reset, enable_read | ( ( (direction) ? enable_write_buff[3]: enable_write_buff[4] ) & enable_write), direction, out_of_3_3, out_of_4_2, out_of_4_3);
transpose_buffer_cell #(DATA_WIDTH) tb_cell_4_4(clock, reset, enable_read | ( ( (direction) ? enable_write_buff[4]: enable_write_buff[4] ) & enable_write), direction, out_of_3_4, out_of_4_3, out_of_4_4);
transpose_buffer_cell #(DATA_WIDTH) tb_cell_4_5(clock, reset, enable_read | ( ( (direction) ? enable_write_buff[5]: enable_write_buff[4] ) & enable_write), direction, out_of_3_5, out_of_4_4, out_of_4_5);
transpose_buffer_cell #(DATA_WIDTH) tb_cell_4_6(clock, reset, enable_read | ( ( (direction) ? enable_write_buff[6]: enable_write_buff[4] ) & enable_write), direction, out_of_3_6, out_of_4_5, out_of_4_6);
transpose_buffer_cell #(DATA_WIDTH) tb_cell_4_7(clock, reset, enable_read | ( ( (direction) ? enable_write_buff[7]: enable_write_buff[4] ) & enable_write), direction, out_of_3_7, out_of_4_6, out_of_4_7);
transpose_buffer_cell #(DATA_WIDTH) tb_cell_5_0(clock, reset, enable_col_0, direction, out_of_4_0, in_2, out_of_5_0);
transpose_buffer_cell #(DATA_WIDTH) tb_cell_5_1(clock, reset, enable_read | ( ( (direction) ? enable_write_buff[1]: enable_write_buff[5] ) & enable_write), direction, out_of_4_1, out_of_5_0, out_of_5_1);
transpose_buffer_cell #(DATA_WIDTH) tb_cell_5_2(clock, reset, enable_read | ( ( (direction) ? enable_write_buff[2]: enable_write_buff[5] ) & enable_write), direction, out_of_4_2, out_of_5_1, out_of_5_2);
transpose_buffer_cell #(DATA_WIDTH) tb_cell_5_3(clock, reset, enable_read | ( ( (direction) ? enable_write_buff[3]: enable_write_buff[5] ) & enable_write), direction, out_of_4_3, out_of_5_2, out_of_5_3);
transpose_buffer_cell #(DATA_WIDTH) tb_cell_5_4(clock, reset, enable_read | ( ( (direction) ? enable_write_buff[4]: enable_write_buff[5] ) & enable_write), direction, out_of_4_4, out_of_5_3, out_of_5_4);
transpose_buffer_cell #(DATA_WIDTH) tb_cell_5_5(clock, reset, enable_read | ( ( (direction) ? enable_write_buff[5]: enable_write_buff[5] ) & enable_write), direction, out_of_4_5, out_of_5_4, out_of_5_5);
transpose_buffer_cell #(DATA_WIDTH) tb_cell_5_6(clock, reset, enable_read | ( ( (direction) ? enable_write_buff[6]: enable_write_buff[5] ) & enable_write), direction, out_of_4_6, out_of_5_5, out_of_5_6);
transpose_buffer_cell #(DATA_WIDTH) tb_cell_5_7(clock, reset, enable_read | ( ( (direction) ? enable_write_buff[7]: enable_write_buff[5] ) & enable_write), direction, out_of_4_7, out_of_5_6, out_of_5_7);
transpose_buffer_cell #(DATA_WIDTH) tb_cell_6_0(clock, reset, enable_col_0, direction, out_of_5_0, in_1, out_of_6_0);
transpose_buffer_cell #(DATA_WIDTH) tb_cell_6_1(clock, reset, enable_read | ( ( (direction) ? enable_write_buff[1]: enable_write_buff[6] ) & enable_write), direction, out_of_5_1, out_of_6_0, out_of_6_1);
transpose_buffer_cell #(DATA_WIDTH) tb_cell_6_2(clock, reset, enable_read | ( ( (direction) ? enable_write_buff[2]: enable_write_buff[6] ) & enable_write), direction, out_of_5_2, out_of_6_1, out_of_6_2);
transpose_buffer_cell #(DATA_WIDTH) tb_cell_6_3(clock, reset, enable_read | ( ( (direction) ? enable_write_buff[3]: enable_write_buff[6] ) & enable_write), direction, out_of_5_3, out_of_6_2, out_of_6_3);
transpose_buffer_cell #(DATA_WIDTH) tb_cell_6_4(clock, reset, enable_read | ( ( (direction) ? enable_write_buff[4]: enable_write_buff[6] ) & enable_write), direction, out_of_5_4, out_of_6_3, out_of_6_4);
transpose_buffer_cell #(DATA_WIDTH) tb_cell_6_5(clock, reset, enable_read | ( ( (direction) ? enable_write_buff[5]: enable_write_buff[6] ) & enable_write), direction, out_of_5_5, out_of_6_4, out_of_6_5);
transpose_buffer_cell #(DATA_WIDTH) tb_cell_6_6(clock, reset, enable_read | ( ( (direction) ? enable_write_buff[6]: enable_write_buff[6] ) & enable_write), direction, out_of_5_6, out_of_6_5, out_of_6_6);
transpose_buffer_cell #(DATA_WIDTH) tb_cell_6_7(clock, reset, enable_read | ( ( (direction) ? enable_write_buff[7]: enable_write_buff[6] ) & enable_write), direction, out_of_5_7, out_of_6_6, out_of_6_7);
transpose_buffer_cell #(DATA_WIDTH) tb_cell_7_0(clock, reset, enable_col_0, direction, out_of_6_0, in_0, out_of_7_0);
transpose_buffer_cell #(DATA_WIDTH) tb_cell_7_1(clock, reset, enable_read | ( ( (direction) ? enable_write_buff[1]: enable_write_buff[7] ) & enable_write), direction, out_of_6_1, out_of_7_0, out_of_7_1);
transpose_buffer_cell #(DATA_WIDTH) tb_cell_7_2(clock, reset, enable_read | ( ( (direction) ? enable_write_buff[2]: enable_write_buff[7] ) & enable_write), direction, out_of_6_2, out_of_7_1, out_of_7_2);
transpose_buffer_cell #(DATA_WIDTH) tb_cell_7_3(clock, reset, enable_read | ( ( (direction) ? enable_write_buff[3]: enable_write_buff[7] ) & enable_write), direction, out_of_6_3, out_of_7_2, out_of_7_3);
transpose_buffer_cell #(DATA_WIDTH) tb_cell_7_4(clock, reset, enable_read | ( ( (direction) ? enable_write_buff[4]: enable_write_buff[7] ) & enable_write), direction, out_of_6_4, out_of_7_3, out_of_7_4);
transpose_buffer_cell #(DATA_WIDTH) tb_cell_7_5(clock, reset, enable_read | ( ( (direction) ? enable_write_buff[5]: enable_write_buff[7] ) & enable_write), direction, out_of_6_5, out_of_7_4, out_of_7_5);
transpose_buffer_cell #(DATA_WIDTH) tb_cell_7_6(clock, reset, enable_read | ( ( (direction) ? enable_write_buff[6]: enable_write_buff[7] ) & enable_write), direction, out_of_6_6, out_of_7_5, out_of_7_6);
transpose_buffer_cell #(DATA_WIDTH) tb_cell_7_7(clock, reset, enable_read | ( ( (direction) ? enable_write_buff[7]: enable_write_buff[7] ) & enable_write), direction, out_of_6_7, out_of_7_6, out_of_7_7);
assign out_0 = (direction) ? out_of_7_7 : out_of_7_7;
assign out_1 = (direction) ? out_of_6_7 : out_of_7_6;
assign out_2 = (direction) ? out_of_5_7 : out_of_7_5;
assign out_3 = (direction) ? out_of_4_7 : out_of_7_4;
assign out_4 = (direction) ? out_of_3_7 : out_of_7_3;
assign out_5 = (direction) ? out_of_2_7 : out_of_7_2;
assign out_6 = (direction) ? out_of_1_7 : out_of_7_1;
assign out_7 = (direction) ? out_of_0_7 : out_of_7_0;
endmodule
module transpose_buffer_cell (
	clock, 
	reset,
	enable,
	direction,
	in_0,
	in_1,
	out
);
parameter DATA_WIDTH = 16;
input clock, reset, enable, direction;
input signed[DATA_WIDTH-1:0] in_0, in_1;
output signed[DATA_WIDTH-1:0] out;
reg signed[DATA_WIDTH-1:0] out;
always @ (posedge clock) begin
	if (reset) begin
	 out <= 0;
	end else if (enable && !direction) begin
	  out <= in_0;
	end else if (enable && direction) begin
	  out <= in_1;
	end
end
endmodule
### flow/run.sh
#!/bin/bash
# OpenROAD 26Q1-2900-gdf79404cd8, Yosys 0.63+post, stock flow scripts
make -C /OpenROAD-flow-scripts/flow DESIGN_CONFIG=/design/flow/config.mk WORK_HOME=/design/flow/orfs finish
### flow/config.mk
export PLATFORM = sky130hd
export DESIGN_NAME = transpose_buffer_8x8
export DESIGN_NICKNAME = transpose_buffer_8x8
export VERILOG_FILES = /design/flow/design.v
export SDC_FILE = /design/flow/constraint.sdc
export NUM_CORES = 4
export LEC_CHECK = 1
export CORE_UTILIZATION = 50
export SYNTH_HDL_FRONTEND = slang
### flow/constraint.sdc
current_design transpose_buffer_8x8

set clk_period 22.4
set clk_io_pct 0.2

create_clock -name clk0 -period $clk_period [get_ports {clock}]

set non_clock_inputs [all_inputs -no_clocks]
set_input_delay [expr $clk_period * $clk_io_pct] -clock clk0 $non_clock_inputs
set_output_delay [expr $clk_period * $clk_io_pct] -clock clk0 [all_outputs]
==> results.yml <==
# flow metrics
worst_setup_path:
  worst_r2r_path_depth: 7
  crit_path_end_kind: "output pin"
  critical_path_launch_point_type: "input port"
  critPathArrivalTime_ns: 7.06
  worstPathRequired_ns: 17.92
  worstSetupPathType: "in -> out"
  biggest_fanout_along_the_worst_timing_path: 121
layout:
  final_cell_count_no_fill: 7502
  final_layout_size_suffix_gt1_frac: 0.0998
  area_growth_syn_to_layout_pct: 12.3
synth:
  synth-simple-area-share: 0.127
  synth.cell_area_um2: 52900
  topCombFamilyByArea: "AND-OR/OR-AND gates"
  post_synthesis_chip_area_from_yosys_um2: 52900
  proportion_of_synthesized_area_in_mux_cells: 0.0865
  synthFlopType: "dfxtp_1"
  synth_warnings: 0
  synthMostInstantiatedCell: "dfxtp_1"
  synth.area.top_cells: "dfxtp_1 (44%), nor2_1 (7.4%), a211oi_1 (6.2%)"
  synth_flops: 1159
  yosys.area_share.adder: 0
  ys_seq_frac: 0.439
  edf_count: 0
  post_synth_most_frequent_cells: "dfxtp_1 (1159), nor2_1 (1039), a21oi_1 (514)"
  avgSynthCellArea_um2: 8.65
  post_synth_ao_oa_area_fraction: 0.277
  synth_cells: 6109
  synth_async_sr_flop_share: 0
  yosys-stat-cells: 6109
  synthDominantAreaCellType: "dfxtp_1"
  post-synth-top-area-fraction: 0.439
  synth.distinct_cells: 40
  yosys.area_share.xor_xnor: 0
global_route:
  grt_first_pass_wirelength_um: 347000
  gr_util_all_layers: 0.468
  antenna_found_initial: 16
  grt_overflow: 0
  grt_start_max_net_pins: 156
  first_global_vias: 46500
hold_path:
  whs_path_depth: 2
  worst_hold_path_type: "reg -> reg"
final_timing:
  finalClockPeriodUsage: 0.515
  final_period_minus_worst_setup_slack_ns: 11.54
  achievable_freq_ghz: 0.0867
  timing.final.max_slew_violations: 0
  rsz0062_at_grt: "false"
  clock_skew_ns: 0.0245
  final_hold_viol_count: 0
  setup_tns_ns: 0
  slew-limit-headroom: 0.319
  report.final.setup_viol: 0
  hold_ws_ns: 0.470
  worst_pin_slew_ns: 1.02
  setup_slack_ns: 10.86
pwr:
  power.density_nw_per_um2: 91.8
  p_leak_nw: 21.8
  max-vdd-ir-drop_uv: 77.4
floorplanning:
  coreArea_um2: 104000
  floorplan.io_pins: 293
  placementRows: 118
  die-area_um2: 107000
  die_w_um: 327
  die.size.y_um: 327
  core_util_floorplan: 0.507
run_status:
  status: "completed"
routing:
  antenna_left: 0
  routedWlPerCell_um: 32.8
  drt-pass1-iter-count: 6
  drt-initial-drc-count: 5389
  avgViaCountPerCell: 6.76
  route.vias.total: 50700
  drc: 0
  final_routed_wirelength_across_all_metal_layers_um: 246000
cts:
  clock_insertion_delay_worst_skew_ns: 0.76
  numCtsBuffers: 131
  worst_setup_hold_path_clk_slew_ns: 0.06
  cts-hold-fix-buffers: 0
  tritoncts: "built"
  post_cts_buffers: 0
  htreeDepth: 4
  cts_max_path_buffers: 3
  cts_root_buffer: "clkbuf_16"
  post_cts_resized: 0
  number_of_clock_sinks: 1159
run:
  log.warning_count: 38
  maxCapViolations: 0
place:
  place.detailed.instances: 7265
  io_buffers: 292
  detailed_place_hpwl_um: 170000
  placement.setup.worst_slack_ns: 10.92
  routabilityCongestion: 1.02
[cell usage in the layout (no fill, tap or decap), types with 40 or more instances in the layout]
master / Yosys / final
clkdlybuf4s50_1: 0 / 288
dfxtp_1: 1159 / 1159
inv_1: 55 / 54
a31oi_1: 47 / 47
o21ai_0: 493 / 492
a21o_1: 51 / 49
a311oi_1: 214 / 214
mux2_2: 160 / 160
nor4_1: 126 / 126
nand2_1: 428 / 422
mux2i_1: 265 / 265
a21oi_1: 514 / 514
o221ai_1: 278 / 278
and3_1: 47 / 47
buf_4: 100 / 119
clkbuf_16: 0 / 139
o221a_2: 47 / 47
nor2_1: 1039 / 1033
clkbuf_8: 0 / 40
a211oi_1: 438 / 438
[layout make-up]
class	instances	area (um^2)
Fill cell	9410	44900
Multi-Input combinational cell	4258	26000
Sequential cell	1159	23200
Clock buffer	203	4120
Timing Repair Buffer	413	3880
Tap cell	1380	1730
Inverter	55	206
Clock inverter	25	193
Antenna cell	9	22.5
[power breakdown]
| group | leakage [nW] | switching, mW | internal (mW) |
|---|---|---|---|
| combinational | 10.1 | 0.468 | 0.297 |
| clock | 2.15 | 0.893 | 1.28 |
| sequential | 9.57 | 0.283 | 2.23 |
[metrics by stage]
| step | utilization | area, um^2 | power (mW) |
|---|---|---|---|
| after floorplan | - | 52900 | 2.89 |
| after global placement | 0.528 | 55000 | 3.28 |
| after detailed placement | 0.528 | 55000 | 3.28 |
| after CTS | 0.569 | 59400 | 5.42 |
| after global routing | 0.570 | 59400 | 5.59 |
| final | 0.570 | 59400 | 5.45 |
[worst max-delay path, stage by stage]
cell             delay (ns)
buf_8                  0.39
buf_4                  0.61
buf_12                 0.57
mux2_2                 0.41
clkdlybuf4s50_1        0.42
[routing by layer]
| layer | vias up | global-route usage | wire length [um] | part of all wire |
|---|---|---|---|---|
| met2 | 2919 | 0.686 | 109000 | 0.44 |
| li1 | 22400 | - | - | - |
| met1 | 24500 | 0.606 | 90000 | 0.37 |
| met5 | - | 0 | 33 | 0.00013 |
| met3 | 842 | 0.103 | 21200 | 0.086 |
| met4 | 6 | 0.382 | 26000 | 0.11 |
[cells by family after synthesis]
logic type / after synthesis
compound gates: 2169
simple gates: 1656
flops: 1159
buf+inv: 692
mux: 433
[path summary, 6_finish.rpt]
| kind | start | endpoint | slack [ns] |
|---|---|---|---|
| worst max-delay path | direction | out_1[0] | 10.86 |
| worst min-delay path | tb_cell_5_4.out[11] | tb_cell_5_4.out[11] | 0.47 |
| worst max register to register | enable_write_buff[1] | tb_cell_1_7.out[1] | 19.39 |
| worst min register to register | tb_cell_5_4.out[11] | tb_cell_5_4.out[11] | 0.47 |
Power figures rest on the tool's default switching activity, not on a simulated workload.
