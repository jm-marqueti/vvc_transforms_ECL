==> /design/flow/constraint.sdc <==
current_design dct2_32

set clk_period 34.8
set clk_io_pct 0.2

create_clock -name clk0 -period $clk_period

set non_clock_inputs [all_inputs -no_clocks]
set_input_delay [expr $clk_period * $clk_io_pct] -clock clk0 $non_clock_inputs
set_output_delay [expr $clk_period * $clk_io_pct] -clock clk0 [all_outputs]
==> /design/flow/design.v <==
module dct2_32 (input signed [15:0]X[0:31], 
output signed [16:0]Ye[0:15],
output signed [26:0]Yo[0:15]); 
wire signed [16:0] E[0:15], O[0:15];
generate
genvar i;
	for (i = 0; i < 16; i = i + 1) begin: dcmploop
		decomp_0 decomposicao(X[i], X[31-i], E[i], O[i]);
	end
endgenerate
assign Ye = E;
wire signed [26:0] x4[0:15], x13[0:15], x22[0:15], x31[0:15],x38[0:15],x46[0:15],x54[0:15],x61[0:15],x67[0:15],x73[0:15],x78[0:15],x82[0:15],x85[0:15],x88[0:15],x90[0:15];
generate  
genvar j;
	for (j = 0; j < 16; j = j + 1) begin: oddSAUloop
		sau_16o sau_odd(O[j],x4[j], x13[j], x22[j], x31[j],x38[j],x46[j],x54[j],x61[j],x67[j],x73[j],x78[j],x82[j],x85[j],x88[j],x90[j]);
	end
endgenerate
assign Yo[0]  = x90[0] + x90[1] + x88[2] + x85[3] + x82[4] + x78[5] + x73[6] + x67[7] + x61[8] + x54[9] + x46[10] + x38[11] + x31[12] + x22[13] + x13[14] +  x4[15];
assign Yo[1]  = x90[0] + x82[1] + x67[2] + x46[3] + x22[4] -  x4[5] - x31[6] - x54[7] - x73[8] - x85[9] - x90[10] - x88[11] - x78[12] - x61[13] - x38[14] - x13[15];
assign Yo[2]  = x88[0] + x67[1] + x31[2] - x13[3] - x54[4] - x82[5] - x90[6] - x78[7] - x46[8] -  x4[9] + x38[10] + x73[11] + x90[12] + x85[13] + x61[14] + x22[15];
assign Yo[3]  = x85[0] + x46[1] - x13[2] - x67[3] - x90[4] - x73[5] - x22[6] + x38[7] + x82[8] + x88[9] + x54[10] -  x4[11] - x61[12] - x90[13] - x78[14] - x31[15];
assign Yo[4]  = x82[0] + x22[1] - x54[2] - x90[3] - x61[4] + x13[5] + x78[6] + x85[7] + x31[8] - x46[9] - x90[10] - x67[11] +  x4[12] + x73[13] + x88[14] + x38[15];
assign Yo[5]  = x78[0] -  x4[1] - x82[2] - x73[3] + x13[4] + x85[5] + x67[6] - x22[7] - x88[8] - x61[9] + x31[10] + x90[11] + x54[12] - x38[13] - x90[14] - x46[15];
assign Yo[6]  = x73[0] - x31[1] - x90[2] - x22[3] + x78[4] + x67[5] - x38[6] - x90[7] - x13[8] + x82[9] + x61[10] - x46[11] - x88[12] -  x4[13] + x85[14] + x54[15];
assign Yo[7]  = x67[0] - x54[1] - x78[2] + x38[3] + x85[4] - x22[5] - x90[6] +  x4[7] + x90[8] + x13[9] - x88[10] - x31[11] + x82[12] + x46[13] - x73[14] - x61[15];
assign Yo[8]  = x61[0] - x73[1] - x46[2] + x82[3] + x31[4] - x88[5] - x13[6] + x90[7] -  x4[8] - x90[9] + x22[10] + x85[11] - x38[12] - x78[13] + x54[14] + x67[15];
assign Yo[9]  = x54[0] - x85[1] -  x4[2] + x88[3] - x46[4] - x61[5] + x82[6] + x13[7] - x90[8] + x38[9] + x67[10] - x78[11] - x22[12] + x90[13] - x31[14] - x73[15];
assign Yo[10] = x46[0] - x90[1] + x38[2] + x54[3] - x90[4] + x31[5] + x61[6] - x88[7] + x22[8] + x67[9] - x85[10] + x13[11] + x73[12] - x82[13] +  x4[14] + x78[15];
assign Yo[11] = x38[0] - x88[1] + x73[2] -  x4[3] - x67[4] + x90[5] - x46[6] - x31[7] + x85[8] - x78[9] + x13[10] + x61[11] - x90[12] + x54[13] + x22[14] - x82[15];
assign Yo[12] = x31[0] - x78[1] + x90[2] - x61[3] +  x4[4] + x54[5] - x88[6] + x82[7] - x38[8] - x22[9] + x73[10] - x90[11] + x67[12] - x13[13] - x46[14] + x85[15];
assign Yo[13] = x22[0] - x61[1] + x85[2] - x90[3] + x73[4] - x38[5] -  x4[6] + x46[7] - x78[8] + x90[9] - x82[10] + x54[11] - x13[12] - x31[13] + x67[14] - x88[15];
assign Yo[14] = x13[0] - x38[1] + x61[2] - x78[3] + x88[4] - x90[5] + x85[6] - x73[7] + x54[8] - x31[9] +  x4[10] + x22[11] - x46[12] + x67[13] - x82[14] + x90[15];
assign Yo[15] =  x4[0] - x13[1] + x22[2] - x31[3] + x38[4] - x46[5] + x54[6] - x61[7] + x67[8] - x73[9] + x78[10] - x82[11] + x85[12] - x88[13] + x90[14] - x90[15];
endmodule
module decomp_0 (input signed [15:0]a,b,
output signed [16:0] even, odd);
assign even = a + b;
assign odd = a - b;
endmodule
 module sau_16o (input signed [16:0]X, 
output signed [26:0] x4, x13, x22, x31,x38,x46,x54,x61,x67,x73,x78,x82,x85,x88,x90);
 wire signed [26:0]
    w1,
    w32,
    w31,
    w8,
    w23,
    w4,
    w27,
    w39,
    w62,
    w61,
    w22,
    w11,
    w26,
    w13,
    w19,
    w64,
    w41,
    w46,
    w45,
    w128,
    w67,
    w73,
    w108,
    w85,
    w38,
    w54,
    w78,
    w82,
    w88,
    w90;
  assign w1 = X;
  assign w32 = w1 << 5;
  assign w31 = w32 - w1;
  assign w8 = w1 << 3;
  assign w23 = w31 - w8;
  assign w4 = w1 << 2;
  assign w27 = w31 - w4;
  assign w39 = w31 + w8;
  assign w62 = w31 << 1;
  assign w61 = w62 - w1;
  assign w22 = w23 - w1;
  assign w11 = w22 >>> 1;
  assign w26 = w27 - w1;
  assign w13 = w26 >>> 1;
  assign w19 = w23 - w4;
  assign w64 = w1 << 6;
  assign w41 = w64 - w23;
  assign w46 = w23 << 1;
  assign w45 = w46 - w1;
  assign w128 = w1 << 7;
  assign w67 = w128 - w61;
  assign w73 = w27 + w46;
  assign w108 = w27 << 2;
  assign w85 = w108 - w23;
  assign w38 = w19 << 1;
  assign w54 = w27 << 1;
  assign w78 = w39 << 1;
  assign w82 = w41 << 1;
  assign w88 = w11 << 3;
  assign w90 = w45 << 1;
  assign x4 = w4;
  assign x13 = w13;
  assign x22 = w22;
  assign x31 = w31;
  assign x38 = w38;
  assign x46 = w46;
  assign x54 = w54;
  assign x61 = w61;
  assign x67 = w67;
  assign x73 = w73;
  assign x78 = w78;
  assign x82 = w82;
  assign x85 = w85;
  assign x88 = w88;
  assign x90 = w90;
 endmodule
==> /design/flow/run.sh <==
#!/bin/bash
# OpenROAD 26Q1-2900-gdf79404cd8, Yosys 0.63+post, stock flow scripts
make -C /OpenROAD-flow-scripts/flow DESIGN_CONFIG=/design/flow/config.mk WORK_HOME=/design/flow/orfs finish
==> /design/flow/config.mk <==
export PLATFORM = sky130hd
export DESIGN_NAME = dct2_32
export DESIGN_NICKNAME = dct2_32
export VERILOG_FILES = /design/flow/design.v
export SDC_FILE = /design/flow/constraint.sdc
export NUM_CORES = 4
export LEC_CHECK = 1
export CORE_UTILIZATION = 50
export SYNTH_HDL_FRONTEND = slang
==> deck_impl_summary.md <==
Physical Implementation Snapshot

Run status
  • Outcome: did not finish
  • Fail Step: global routing
  • Err: [ERROR GRT-0116] Global routing finished with congestion. Check the congestion regions in the DRC Viewer.

CTS
  • Post-CTS Hold Fix Bufs: 0
  • Setup Buffers After CTS: 0
  • Post-CTS sizing: 0

Logic synthesis
  • Cell Area, Synth: between 300,000 and 400,000 sq um
  • Top cell area share: 0.344
  • Synth Seq Share: 0
  • Yosys top cell by area: fa_1
  • Synth cell types: between 100 and 150
  • Yosys cell count: just over 40,000
  • Post-synthesis instance total: just over 40,000
  • YS chip area: around 350,000 sq um
  • Syn Area/Cell: around 8.5 sq um
  • Synth top area cells: fa_1 (34%), ha_1 (17%), inv_1 (9.7%)
  • Yosys Warn Count: 0

Floorplan
  • Die height: ~830 microns
  • FP Core Util: 0.502
  • Cell Rows: 305
  • Ports: 1,216
  • Die Wd: ~830 microns

Global routing
  • Vias in the first global route: roughly 410k
  • Gr ovfl total: around 42,000
  • Gr usage total: 0.948
  • First-pass GRT wire length: approximately 4300 mm
  • Largest net degree at the start of global routing: 38

Placement
  • Post-Place Setup Slack: roughly 2900 ps
  • RePlAce Congestion: ~1.5
  • Port bufs: roughly 1,200
  • Dpl cells: approximately 54,000
  • Post-detail-place hpwl: roughly 2500 mm
## cells in the mapped netlist (75+ instances only)
master     count
inv_1       8925
fa_1        5965
ha_1        4675
xnor2_1     3233
a21oi_1     2550
nor2_1      2310
o21ai_0     1923
nand2_1     1685
xor2_1      1254
nor3_1       933
o21bai_1     886
a21o_1       839
o21a_1       584
nand3_1      579
a21boi_0     497
nand2b_1     424
nor2b_1      394
clkbuf_1     331
a31oi_1      259
and3_1       226
or3_1        225
or2_2        200
a211oi_1     190
and2_1       179
o41ai_1      119
o31ai_1      107
a41oi_1       97
o211ai_1      92
a31o_2        89
a2111oi_0     84
nand4_1       76
a211o_1       75
## cell families after synthesis
family / count (synthesis) / share of synthesized area
and+or+nand+nor: 7442 / 0.101
muxes: 65 / 0.00194
buffers and inverters: 9345 / 0.101
AOI/OAI and AO/OA: 8941 / 0.165
xor gates and xnor gates: 4548 / 0.117
adders and majority gates: 10700 / 0.514
## metrics by stage
step / instance area [sq um] / utilization
4_1_cts: 393000 / 0.569
3_5_place_dp: 393000 / 0.569
3_3_place_gp: 393000 / 0.569
2_1_floorplan: 347000 / -
## layer usage
layer  track usage  GRT overflow
met4         0.930          7399
met5         0.532            52
met1         0.891           592
met3         0.799           518
met2          1.17         33700
